[flow/run.sh]
#!/bin/bash
# OpenROAD 26Q1-2900-gdf79404cd8, Yosys 0.63+post, stock flow scripts
make -C /OpenROAD-flow-scripts/flow DESIGN_CONFIG=/design/flow/config.mk WORK_HOME=/design/flow/orfs finish
[flow/config.mk]
export PLATFORM = sky130hd
export DESIGN_NAME = DMem
export DESIGN_NICKNAME = DMem
export VERILOG_FILES = /design/flow/design.v
export SDC_FILE = /design/flow/constraint.sdc
export NUM_CORES = 4
export LEC_CHECK = 1
export CORE_UTILIZATION = 50
[flow/constraint.sdc]
current_design DMem

set clk_period 50.6
set clk_io_pct 0.2

create_clock -name clk0 -period $clk_period [get_ports {clk}]

set non_clock_inputs [all_inputs -no_clocks]
set_input_delay [expr $clk_period * $clk_io_pct] -clock clk0 $non_clock_inputs
set_output_delay [expr $clk_period * $clk_io_pct] -clock clk0 [all_outputs]
[flow/design.v]
`timescale 1ns / 1ns
module DMem(clk, rst, Address, WriteData, MemWrite, MemRead, ReadData);
    parameter BITSIZE = 32;
    parameter HEIGHT = 64;
    input [5:0] Address;
    input [BITSIZE-1:0] WriteData;
    input MemWrite, MemRead;
    output [BITSIZE-1:0] ReadData;
    input clk, rst;
    reg [BITSIZE-1:0] memory [HEIGHT-1:0];         
    integer i;
    always @(posedge clk) begin
        if (rst) begin
            for (i = 0; i < HEIGHT; i = i + 1) begin
                memory[i] <= 32'b0;
            end
        end else if (MemWrite) begin
            memory[Address] <= WriteData;  
        end
    end
    assign ReadData = (MemRead) ? memory[Address] : 32'b0;
endmodule
==> impl_metrics.tcl <==
# flow metrics
set metrics [dict create \
    synthArstFlopShare_pct 0 \
    critPathCaptureType "primary output" \
    port_buffers 73 \
    die.size.y_microns 437 \
    cts_tree "built" \
    seq_area_sq_um 61500 \
    cts_buffers 217 \
    gp_congestion 0.994 \
    fillers 14700 \
    grt.busiest_layer "met2" \
    p_per_area_nw_per_um2 36.6 \
    fp_util_pct 50.4 \
    totalWireLength_microns 314000 \
    worst_ir_drop_vdd_mv 0.0301 \
    post_drt_wl_per_cell_microns 32.6 \
    syn-cell-area_sq_um 94600 \
    fin_crit_ps 25360 \
    relSlewSlack_pct -4.25 \
    cts_htree_levels 4 \
    largest_register_ffs 2048 \
    timing.fmax_mhz 39.4 \
    most_common_cell "and2_1" \
    use_met1_pct 48.2 \
    synth_cell_type_count 62 \
    post-cts-setup-buffers 0 \
    first_global_vias 59400 \
    die_area_sq_um 191000 \
    cp-start-kind "primary input" \
    reg_top3 "memory: 2048 flops" \
    setup_viol_count_final 0 \
    ant_nets 0 \
    overflow 0 \
    antenna_found_initial 21 \
    violations "max-capacitance violations, max-slew violations" \
    hpwl_microns 189000 \
    hold_class "in -> reg" \
    ys_warn_count 1 \
    ys_cells 7147 \
    grtUsageTotal_pct 36.4 \
    slew_violations 2 \
    drive_above_1_share_pct 15.5 \
    ctsResizeCount 0 \
    ys.flop_type "edfxtp_1" \
    rsz0062_at_grt "false" \
    yosys.area_share.simple_pct 18.8 \
    ys_sh_adder_pct 0 \
    regMostFlops "memory" \
    critPathKind "in -> out" \
    core_sq_um 188000 \
    topCombFamilyByArea "simple AND/OR/NAND/NOR gates" \
    place_inst 9230 \
    status "finished with violations" \
    ys_seq_elements 2048 \
    syn_to_final_growth_pct 10.7 \
    synthXorXnorAreaFrac_pct 0 \
    first_iter_violations 4459 \
    maxCapViolations 1 \
    clk_pin_slew_ps 60 \
    use_met2_pct 49.9 \
    stdcell_count 9640 \
    totalPowerFinal_uw 3830 \
    yosys.stat.seqShare_pct 65.0 \
    fin_tns_setup_ps 0 \
    viasPerCell 6.07 \
    die_w_microns 437 \
    cp.arrival_ps 15240 \
    grt_util_met3_pct 23.3 \
    cp-endpoint "ReadData[25]" \
    synth_top_cell_by_area "edfxtp_1" \
    mux_share_pct 3.85 \
    cp.required_ps 40480 \
    grt_pass1_wl_microns 447000 \
    cp_max_fo 70 \
    warnings 35 \
    dr.pass1.iters 22 \
    io-pin-count 74 \
    yosysTopAreaCellShare_pct 65.0 \
    synthTopCellsByArea "edfxtp_1, and2_1, clkbuf_1, a22oi_1, a221oi_1" \
    drc 0 \
    comb_area_sq_um 30200 \
    hold_viol_final 0 \
    worst_pin_slew_ps 1560 \
    edf_count 2048 \
    row_count 159 \
    vias 58500 \
    grt_max_degree 135 \
    finalCritPeriodShare_pct 50.1 \
    top_cells_by_count "and2_1, edfxtp_1, clkbuf_1" \
    critPathLaunch "Address[2]" \
    power_leakage_uw 0.0357 \
    cts_root_buf "clkbuf_16" \
    cts_buffer_depth 3 \
    postCtsHoldBufs 0 \
    synthAoiAreaFrac_pct 8.85 \
    avgSynthCellArea_sq_um 13.2 \
    synth_cells 7147 \
    yosysChipArea_sq_um 94600 \
    cts_sinks 2048 \
]
[critical path: stages]
cell and delay [ps]:
buf_8 460, buf_4 630, buf_4 670, nor2b_4 250, a22o_1 250, a2111oi_0 720, nand4b_1 670, o41a_1 790
clkdlybuf4s50_1 480
[cell usage in the layout (no fill, tap or decap), types with 27 or more instances in the layout]
master	n
nor2_1	45
or2_2	65
clkinv_1	71
nand3_1	137
clkbuf_16	221
nand2_1	101
clkinv_2	31
mux2i_1	83
o21ai_0	75
mux2_2	120
nor2_2	53
nand3b_1	163
or3b_2	121
a221o_1	28
clkdlybuf4s50_1	36
edfxtp_1	2048
buf_2	34
o41a_1	28
a21oi_1	298
a22o_1	67
a22oi_1	268
clkbuf_1	48
a2111oi_0	27
a221oi_1	174
buf_4	305
mux4_2	64
o22ai_1	90
and2_1	2050
[stage by stage]
stage                     utilization [%]  worst slack [ps]  cell area [sq um]  hold WS (ps)
after floorplan                         -             28640              94600         10580
after global placement               52.0             25380              97700         10520
after detailed placement             52.0             25400              97700         10520
after CTS                            55.7             25380             105000          9600
after global routing                 55.7             25070             105000          9620
final                                55.7             25240             105000          9640
[layout make-up]
cell class | count | share of cell area [%]
diodes | 9 | 0.0215
clock buffers | 269 | 5.46
clock inverters | 132 | 1.14
inverters | 6 | 0.0251
multi-input cells | 4300 | 28.8
flip-flops and latches | 2048 | 58.8
well taps | 2495 | 2.98
repair buffers | 381 | 2.80
[kinds of logic after synthesis]
kind of cell    after synthesis
simple gates               2855
flops                      2048
compound gates             1177
buf+inv                     799
mux                         268
[how the worst min path moves through the flow]
stage	start	endpoint	slack, ps	cells after the start
after CTS	WriteData[29]	memory[5][29]	9600	2
after global routing	WriteData[29]	memory[5][29]	9620	2
final	WriteData[29]	memory[5][29]	9640	2
[power breakdown]
group / internal, uW / leakage (uW) / switching (uW)
sequential: 1950 / 0.0195 / 22.3
clock: 893 / 0.00335 / 670
combinational: 80.5 / 0.0129 / 209
total: 2920 / 0.0357 / 901
[layer usage]
metal	up-vias	wire, microns	share of wire (%)
li1	25900	-	-
met4	12	19200	6.1
met5	-	118	0.038
met2	3199	140000	44
met3	575	48600	15
met1	28800	107000	34
Power is estimated from default activity; no workload was simulated.
