--- flow/design.v ---
`timescale 1ns / 1ns
module Instruction_Memory(Address, ReadData1);
    parameter BITSIZE = 32;
    parameter REGSIZE = 32;
    input [REGSIZE-1:0] Address;
    output reg [BITSIZE-1:0] ReadData1;
    reg [BITSIZE-1:0] memory_file [0:REGSIZE-1];    
    always @(Address, memory_file[Address])
    begin
        ReadData1 = memory_file[Address];
    end
    integer i;
    initial
    begin
        i = 0;
        i = i+1;
        memory_file[i] = 32'b000000000001_00000_000_00001_0011111;
        i = i+1;
        memory_file[i] = 32'b0000000_00000_00001_000_00010_1110011;
        i = i+1;
        memory_file[i] = 32'b0000000_00010_00001_010_00000_1100011;
        i = i+1;
        memory_file[i] = 32'b00000001001000110101_00001_0110111;
        i = i+1;
        memory_file[i] = 32'b000000110011_00001_001_00001_0010011;
        i = i+1;
        memory_file[i] = 32'b0000000_00000_00001_000_00010_1110011;
        i = i+1;
        memory_file[i] = 32'b0100000_00000_00001_000_00011_1110011;
        i = i+1;
        memory_file[i] = 32'b0000000_00010_00001_000_00010_1101011;
        i = i+1;
        memory_file[i] = 32'b000000000000_00001_010_00100_1000011;
        i = i+1;
        memory_file[i] = 32'b0000000_00010_00001_010_00010_1100011;
        i = i+1;
        memory_file[i] = 32'b0000000_00010_00001_000_00101_1110011;
        i = i+1;
        memory_file[i] = 32'b0000000_00001_00010_010_00110_1110011;
        i = i+1;
        memory_file[i] = 32'b0000000_00001_00100_100_00111_1110011;
        i = i+1;
        memory_file[i] = 32'b0000000_00010_00110_101_01000_1110011;
        i = i+1;
        memory_file[i] = 32'b0000000_01000_00001_110_01001_1110011;
        i = i+1;
        memory_file[i] = 32'b1111111_00010_00001_001_10101_1101011;
        i = i+1;
        memory_file[i] = 32'b101010101010_01000_010_01011_0011111;
    end
endmodule
--- flow/run.sh ---
#!/bin/bash
# OpenROAD 26Q1-2900-gdf79404cd8, Yosys 0.63+post, stock flow scripts
make -C /OpenROAD-flow-scripts/flow DESIGN_CONFIG=/design/flow/config.mk WORK_HOME=/design/flow/orfs finish
--- flow/config.mk ---
export PLATFORM = sky130hd
export DESIGN_NAME = Instruction_Memory
export DESIGN_NICKNAME = Instruction_Memory
export VERILOG_FILES = /design/flow/design.v
export SDC_FILE = /design/flow/constraint.sdc
export NUM_CORES = 4
export LEC_CHECK = 1
export CORE_AREA = 10 10 70 70
export DIE_AREA = 0 0 80 80
--- flow/constraint.sdc ---
current_design Instruction_Memory

set clk_period 1.5
set clk_io_pct 0.2

create_clock -name clk0 -period $clk_period

set non_clock_inputs [all_inputs -no_clocks]
set_input_delay [expr $clk_period * $clk_io_pct] -clock clk0 $non_clock_inputs
set_output_delay [expr $clk_period * $clk_io_pct] -clock clk0 [all_outputs]
==> results.cfg <==
; flow metrics
[die]
io_pins = 64
core_area_um2 = 3420
rows = 21
die-area_um2 = 6400
fp.dieW_um = 80
initial_core_util_pct = 17.2
die_h_um = 80

[detailed_routing]
drc_errors = 0
num_vias = 839
detail-route-antenna-nets = 0
drt-pass1-iter-count = 4
antenna_cells_inserted = 0
post_drt_wl_per_cell_um = 14.0
wl_um = 2740
drt-initial-drc-count = 7
vias_per_cell = 4.28

[critical_path]
crit_path_start_kind = primary input
endpoint = ReadData1[7]
startpoint = Address[2]
worstPathArrival_ns = 1.29
path_class = primary input to primary output
critPathMaxFanout = 4
required_ns = 1.20
end_kind = primary output

[status]
violations = negative setup slack
status = complete, but fails checks

[sta]
worst_hold_slack_ns = 0.949
rsz0062_at_grt = true
fmax_mhz = 629
finalCritPeriodShare_pct = 106
period_minus_slack_ns = 1.59
worst_slack_ns = -0.0886
final-hold-violation-count = 0
maxSlewViolCount = 0
finalSetupViolations = 2

[cells_and_area]
n_clock_buffer = 0
area_growth_syn_to_layout_pct = 141
fin_util_pct = 41.6
seq_cell_count = 0
final_cells = 196
flop_area_um2 = 0
drive_above_1_share_pct = 62.0

[job]
max-cap-violations = 0
warning_count = 66

[synth]
synth.most_common_cell = buf_4
synth_area_um2 = 588
syn_inst = 88
top_area_cell = buf_4
yosys-top-cells-area = buf_4 15%, ha_1 13%, nor2_1 5.7%
yosys_area_um2 = 588
yosys_cells = 88
yosysTopAreaCellShare_pct = 15.3
yosysWarnings = 1
yosysUniqueCellTypes = 34
postSynthSeqShare_pct = 0
synthTopCellsByCount = 12 x buf_4, 9 x nor2_1, 6 x ha_1, 6 x nand2_1
synth.avg_cell_area_um2 = 6.68

[power_and_ir_drop]
p_switching_mw = 0.157
p_leak_nw = 0.680
clockPowerShare_pct = 0
switching_share_pct = 40.6
pwr-share-comb_pct = 100.0
p_per_area_nw_per_um2 = 272
internal_power_mw = 0.230
totalPowerFinal_mw = 0.387
sequentialPowerShare_pct = 0
ir_drop_mv = 0.152

[global_route]
grt_pass1_vias = 799
grt_max_degree = 11
grt_pass1_wl_um = 3910
antenna_found_initial = 0
gr-total-overflow = 0
track_usage_pct = 7.18

[placed_design]
dp_slack_ns = -0.865
hpwlAfterDp_um = 1780
place.gp.congestion = 0.821
dp_cells = 174
portBuffers = 33

[hold_path]
hold_start = Address[4]
hold_path_class = primary input to primary output

[clock_network]
cts_hold_buf = 0
-- timing repair --
item	in CTS	in global routing
setup buffers	13	11
pin swaps	17	17
endpoints found under the hold margin	0	0
gates resized	125	34
setup endpoints to repair	28	15
-- worst max-delay path, cell delays in order --
cell,delay [ns]
buf_8,0.10
buf_6,0.12
buf_6,0.11
buf_6,0.10
a211o_1,0.26
a21o_1,0.18
buf_2,0.11
-- power by group through the flow --
stage	Combinational (mW)	Sequential, mW	Clock [mW]
4_1_cts	0.340	0	0
5_1_grt	0.418	0	0
6_report	0.387	0	0
-- stage by stage --
stage / cell area [um2] / setup TNS [ns]
CTS: 1300 / -0.506
global placement: 1010 / -19.02
finish: 1420 / -0.121
global route: 1420 / -0.266
floorplan: 596 / 0
detailed placement: 1010 / -19.31
-- final cells by class --
class	instances	area [um2]
multi-input combinational	69	629
tap	46	57.6
fill	336	2000
timing repair buffer	76	702
inverter	5	31.3
-- layout by cell type, fill, tap and decap left out, drive strengths merged --
cell type      count
dlygate4sd2        6
inv                5
nand3b             1
or2                1
o31a               1
buf               56
a21oi              5
xor2               1
a211oi             1
a21boi             1
nand2b             6
o21a               1
a2111oi            1
o21ai              5
clkbuf             6
nand2              6
xnor2              1
clkdlybuf4s50      6
dlymetal6s2s       1
mux2i              1
o21bai             1
a211o              2
ha                 6
o31ai              3
and2               1
o211ai             3
a21o               3
nor3               3
nor2              10
clkdlybuf4s15      1
nor2b              1
conb               4
-- worst min path at each step --
| stage | end | slack [ns] | cells after the start |
|---|---|---|---|
| CTS | ReadData1[21] | 1.03 | 4 |
| global route | ReadData1[23] | 0.99 | 4 |
| finish | ReadData1[23] | 0.95 | 4 |
-- per-layer routing --
metal  track usage (%)  part of all wire, %  vias to the layer above  wire length, um
li1                  -                    -                      413                -
met1              10.1                   50                      409             1370
met2              12.1                   47                       17             1300
met3             0.795                  2.6                        0               72
met4                 0                    0                        0                0
met5                 0                    0                        -                0
-- kinds of logic after synthesis --
| kind of cell | synth area share, % |
|---|---|
| AOI/OAI and AO/OA | 32.1 |
| xor gates and xnor gates | 2.98 |
| adders and majority gates | 12.8 |
| buffers and inverters | 24.7 |
| muxes | 1.70 |
| other | 1.28 |
| and+or+nand+nor | 24.5 |
No activity file was given, so power comes from the tool's default toggle rates.
