[design/flow/config.mk]
export PLATFORM = sky130hd
export DESIGN_NAME = Register_File
export DESIGN_NICKNAME = Register_File
export VERILOG_FILES = /design/flow/design.v
export SDC_FILE = /design/flow/constraint.sdc
export NUM_CORES = 4
export LEC_CHECK = 1
export CORE_UTILIZATION = 50
[design/flow/constraint.sdc]
current_design Register_File

set clk_period 19.7
set clk_io_pct 0.2

create_clock -name clk0 -period $clk_period [get_ports {clk}]

set non_clock_inputs [all_inputs -no_clocks]
set_input_delay [expr $clk_period * $clk_io_pct] -clock clk0 $non_clock_inputs
set_output_delay [expr $clk_period * $clk_io_pct] -clock clk0 [all_outputs]
[design/flow/design.v]
`timescale 1ns / 1ns
module Register_File(ReadSelect1, ReadSelect2, WriteSelect, WriteData, WriteEnable, ReadData1, ReadData2, clk, rst);
    parameter BITSIZE = 32;
    parameter REGSIZE = 32;
    input [$clog2(REGSIZE)-1:0] ReadSelect1, ReadSelect2, WriteSelect;
    input [BITSIZE-1:0] WriteData;
    input WriteEnable;
    output reg [BITSIZE-1:0] ReadData1, ReadData2;
    input clk, rst;
    reg [BITSIZE-1:0] reg_file [REGSIZE-1:0];    
    initial begin
        reg_file[0] = 32'b0;  
    end
    integer i;                                   
    always @(ReadSelect1, reg_file[ReadSelect1])
        begin
            ReadData1 = reg_file[ReadSelect1];
        end
    always @(ReadSelect2, reg_file[ReadSelect2])
        begin
            ReadData2 = reg_file[ReadSelect2];
        end
    always @(posedge clk)
        begin
            if (rst)
                for (i=0; i<REGSIZE; i=i+1)
                    reg_file[i] <= 32'b0;  
            else
            begin
                if (WriteEnable && WriteSelect != 0)
                    reg_file[WriteSelect] <= WriteData;  
            end
        end
endmodule
[design/flow/run.sh]
#!/bin/bash
# OpenROAD 26Q1-2900-gdf79404cd8, Yosys 0.63+post, stock flow scripts
make -C /OpenROAD-flow-scripts/flow DESIGN_CONFIG=/design/flow/config.mk WORK_HOME=/design/flow/orfs finish
==> impl_metrics.toml <==
# implementation run metrics
[run_status]
outcome = "complete, no violations"

[yosys]
numSynthFlops = 1024
yosys.stat.seqShare_pct = 55.02
mux_share_pct = 18.34
synth_area_mm2 = 0.05589
yosys.area.top_type = "edfxtp_1"
synth_chip_area_mm2 = 0.05589
synth_top_area_share_pct = 55.02
synth-adder-area-share_pct = 0
avgSynthCellArea_um2 = 12.14
ys.warnings.count = 1
synthAoiAreaFrac_pct = 7.021
ys_top_cells_by_area = "edfxtp_1, mux2i_1, and2_1"
simple_gate_share_pct = 15.72
syn_inst = 4605
logic_family = "multiplexers"
ys_cells = 4605
xor_share_pct = 0
ys_types = 29

[layout]
largest_register = "reg_file"
syn2layout_area_growth_pct = 10.72
final.fill_count = 8994
largest_reg_flops = 1024
reg.largest.list = "reg_file (1024)"
drive_gt1_share_pct = 8.333

[floorplanning]
rows = 122
fp_util_pct = 50.50
core_mm2 = 0.1107
die_h_um = 336.3
io_pins = 114
die-area_mm2 = 0.1131
dieWidth_um = 336.3

[detailed_routing]
vias = 37870
wl_per_cell_um = 31.32
firstDrtPassIters = 7
drtAntennaViolNets = 0
viasPerCell = 6.150
drt-total-wl_um = 192900
first_iter_violations = 2397
drcViolationCount = 0

[clocking]
cts_setup_buffers = 0
numCtsBuffers = 117
ctsHoldBuffers = 0
tritoncts = "yes"
cts.sinks = 1024
root_buffer = "clkbuf_16"
cts_buffer_depth = 3
htreeDepth = 3
path_clk_slew_ns = 0.06
cts_resized = 0

[critical_path]
worstPathArrival_ns = 8.24
cp_slowest_cell = "buf_4"
path_common_cell = "buf_4"
startpoint_type = "input pin"
max_stage_delay_ns = 0.65
cp_max_fo = 31
critical_path_required_ns = 15.76
critical_path_class = "in -> out"
endpoint_kind = "primary output"
path_cells = "clkdlybuf4s50_1, nor2b_4, buf_4, buf_4, buf_4, a22o_1, nor3_1, a31oi_1, nand3_1, clkdlybuf4s50_1"

[final_timing]
fmax_ghz = 0.08213
finalCriticalPeriod_ns = 12.18
slew_headroom_pct = 31.13
finalSetupViolCount = 0
tns_ns = 0
drv_slew = 0
worst_hold_slack_ns = 3.770
post-route-period-util_pct = 61.81
rsz0062_at_grt = "false"
hold_viol_final = 0
tightest_slew_ns = 1.030

[power]
finalPower_w = 0.005290
vdd_drop_max_uv = 69.84
p_leak_nw = 24.05
p_per_area_mw_per_mm2 = 85.49

[global_routing]
antenna_found_initial = 7
grt.overflow.total = 0
grt_pass1_vias = 38350
grt_pass1_wl_um = 272400
track_usage_pct = 37.29
grt_max_degree = 98

[placed_design]
port_buffers = 113
hpwlAfterDp_um = 105100
gp_congestion = 0.9082

[run]
warnings = 26
cap_violations = 0

[min_path]
hp-class = "in -> reg"
[layout make-up]
class                           count  area, um2  area share (%)
Sequential cell                  1024      30750           49.69
Multi-Input combinational cell   3166      23310           37.67
Clock buffer                      154       3152           5.094
Timing Repair Buffer              261       2312           3.737
Tap cell                         1488       1862           3.009
Clock inverter                     63      486.7          0.7866
Antenna cell                        2      5.005        0.008088
[synthesized netlist by cell type]
cell type  count
nand2_1      196
nand3_2        1
buf_2        112
clkbuf_4       7
a31oi_1       64
buf_4         65
nor3_1        64
nand3b_1       3
clkbuf_2       2
nor2_2         5
clkbuf_1     230
or3b_4         2
or3_1          2
edfxtp_1    1024
nor2b_1        5
and2_1       994
mux2i_1     1024
conb_1         1
a22oi_1      192
nand3b_2       1
or2_2         33
nor2_4         7
nor2_1        23
a22o_1       128
nand2b_1       5
buf_1         18
buf_6         12
a21oi_1      192
nand3_1      193
[power breakdown]
part | leakage, nW | total, W | internal (W) | switching [W]
Clock | 1.78 | 0.00209 | 0.00121 | 0.000883
Sequential | 9.75 | 0.00258 | 0.00252 | 0.0000576
Combinational | 12.5 | 0.000623 | 0.000227 | 0.000397
Total | 24.1 | 0.00529 | 0.00395 | 0.00134
[cells by family (layout without fill, tap and decap cells)]
kind of cell / after synthesis / in the layout
flops: 1024 / 1024
compound gates: 576 / 576
other cells: 1 / 34
buf+inv: 446 / 478
simple gates: 1534 / 1534
mux: 1024 / 1024
[cell usage in the layout (no fill, tap or decap), types with 2 or more instances in the layout]
cell type	netlist	layout
buf_12	0	5
and2_4	0	2
clkdlybuf4s50_1	0	110
clkbuf_1	230	33
inv_6	0	2
conb_1	1	32
or3b_4	2	2
nand2_1	196	194
nor3_1	64	64
clkinv_1	0	28
buf_8	0	2
nand3b_1	3	3
nor2b_4	0	4
nor2_1	23	2
bufinv_16	0	7
or2_2	33	33
edfxtp_1	1024	1024
nand3_1	193	193
nand2_2	0	2
clkinvlp_4	0	2
buf_4	65	144
a31oi_1	64	64
mux2i_1	1024	1024
or3_1	2	2
a22oi_1	192	192
clkinv_2	0	22
diode_2	0	2
a21oi_1	192	192
nor2_4	7	33
a22o_1	128	128
nand2b_2	0	4
clkbuf_16	0	121
and2_1	994	992
[metal layers]
layer  up-vias  wire length, um  track usage (%)
met5         -               64           0.3404
met4         6             7662            12.10
met3       447            29980            24.18
met2      2277            84940            51.79
met1     18350            70240            49.82
li1      16790                -                -
[worst paths after layout]
path | from | slack [ns] | cells past startpoint | endpoint
setup / recovery | ReadSelect1[0] | 7.52 | 10 | ReadData1[25]
hold / removal | rst | 3.77 | 1 | reg_file[0][4]$_SDFFCE_PN0P_
[critical path: cells and delay by family]
kind	cells	cell delay, ns
buffers and inverters	5	2.87
AOI/OAI and AO/OA	2	0.48
and+or+nand+nor	3	0.83
[through the flow]
step / worst slack [ns] / std cells / util, % / cell area [um2]
after floorplan: 10.70 / 4636 / - / 56010
after global placement: 7.631 / 5939 / 52.62 / 58230
after detailed placement: 7.627 / 5939 / 52.62 / 58230
after CTS: 7.608 / 6156 / 55.91 / 61870
after global routing: 7.470 / 6156 / 55.91 / 61870
final: 7.524 / 6158 / 55.91 / 61880
Power is estimated from default activity; no workload was simulated.
